### config.mk
export PLATFORM = sky130hd
export DESIGN_NAME = rom1
export DESIGN_NICKNAME = rom1
export VERILOG_FILES = /design/flow/design.v
export SDC_FILE = /design/flow/constraint.sdc
export NUM_CORES = 4
export LEC_CHECK = 1
export CORE_AREA = 10 10 70 70
export DIE_AREA = 0 0 80 80
### constraint.sdc
current_design rom1

set clk_period 1.1
set clk_io_pct 0.2

create_clock -name clk0 -period $clk_period [get_ports {clk}]

set non_clock_inputs [all_inputs -no_clocks]
set_input_delay [expr $clk_period * $clk_io_pct] -clock clk0 $non_clock_inputs
set_output_delay [expr $clk_period * $clk_io_pct] -clock clk0 [all_outputs]
### design.v
module rom1(clk,addr,data_out);
input clk;
input [3:0] addr;
output reg [10:0] data_out;
always @(posedge clk) 
	case(addr)
		4'b0000: data_out=11'b00111110110;
		4'b0001: data_out=11'b00110101001;
		4'b0010: data_out=11'b00100011100;
		4'b0011: data_out=11'b00000100100;
		4'b0100: data_out=11'b11110011101;
		4'b0101: data_out=11'b00101101010; 
		4'b0110: data_out=11'b00101101010;
		4'b0111: data_out=11'b00101101010;
		4'b1000: data_out=11'b00101101010; 
		4'b1001: data_out=11'b00101101010;
		4'b1010: data_out=11'b00101101010;
		4'b1011: data_out=11'b00101101010;
		4'b1100: data_out=11'b00101101010;
		4'b1101: data_out=11'b00101101010;
		4'b1110: data_out=11'b00101101010;
		4'b1111: data_out=11'b00101101010;
		default: data_out=11'b00101101010;
	endcase 
endmodule 
### run.sh
#!/bin/bash
# OpenROAD 26Q1-2900-gdf79404cd8, Yosys 0.63+post, stock flow scripts
make -C /OpenROAD-flow-scripts/flow DESIGN_CONFIG=/design/flow/config.mk WORK_HOME=/design/flow/orfs finish
==> flow_summary.yaml <==
# implementation run metrics
run_status:
  status: "finished, final reports clean"
critical_path:
  critical-path-max-stage-delay_ns: 0.52
  cp-endpoint: "data_out[8]"
  worstSetupPathType: "input pin to register"
  critPathArrivalTime_ns: 1.19
  cp.depth: 2
  cp-start-kind: "input pin"
  critPathMaxFanout: 4
  crit_path_cell_trace: "clkdlybuf4s50_1, or4_1"
  cp_slowest_cell: "or4_1"
  crit_path_end_kind: "register"
  crit_path_start: "addr[2]"
  required_ns: 1.22
  crit_buf_inv: 1
  cp_top_family: "simple AND/OR/NAND/NOR gates"
final_layout:
  seq_area_um2: 182.7
  fin_util_pct: 18.35
  n_fill_cell: 383
  area_delta_synth_final_pct: 75.17
  largest_register_ff_count: 9
  drive_above_1_share_pct: 28.33
  logic_area_um2: 151.4
timing:
  fmax_mhz: 931.0
  drv_slew: 0
  finalHoldViolCount: 0
  fin_crit_ns: 1.074
  fin_crit_sh_pct: 97.65
  max-slew-margin-rel_pct: 87.44
  rsz0062_at_grt: "false"
  setup_viol: 0
  tightest_slew_ns: 0.1873
  fin_ws_ns: 0.02589
global_routing:
  gr-usage-all-layers_pct: 2.203
  globalRouteOverflowTotal: 0
  grt_max_degree: 6
  antenna_found_initial: 0
  grt_pass1_wl_mm: 1.159
  grt_pass1_vias: 264
job:
  warnings: 28
  cap_viol_max_count: 0
floorplan:
  rows: 21
  pin_count: 16
  fp_util_pct: 10.48
  die_w_um: 80
  die_h_um: 80
  core-area_mm2: 0.003416
  dieArea_mm2: 0.006400
pwr:
  power_frac_seq_pct: 51.2
  leakagePower_nw: 0.2868
  power_per_cell_area_mw_per_mm2: 1081
  pwr-share-comb_pct: 14.4
  clkPwrFrac_pct: 34.5
  internal-power_mw: 0.5456
  swShare_pct: 19.49
  power_switching_mw: 0.1321
  peakVddDrop_v: 0.0002013
placed_design:
  gp_congestion: 0.7119
  place.detailed.hpwl_um: 688.7
  portBuffers: 15
  pre_cts_ws_ns: -0.3960
detailed_routing:
  wl_met2_um: 371
  routedWlPerCell_um: 7.179
  drc: 0
  ant_nets: 0
  met3_length_um: 115
  top_layer: "met4"
  first_pass_iters: 2
  viasPerCell: 2.755
  antenna_cells: 0
  wirelength_um: 761
  drt_iter0_drc: 20
  wl_met1_um: 267
  route.vias.total: 292
synthesis:
  ys_cells: 35
  synth_cells: 35
  synthesis.area_um2: 357.8
  yosys_register_bits: 9
  yosysWarnings: 1
  yosysChipArea_um2: 357.8
  synth_seq_share_pct: 50.35
  syn_avg_cell_area_um2: 10.22
  synthDistinctLibCells: 18
clock_network:
  htreeDepth: 1
  cts.sinks: 9
  path_clk_slew_ns: 0.05
  cts_inserted_buffers: 3
  cts-resized-gates: 16
  cts_root_buf: "clkbuf_4"
  cts_tree: "yes"
  cts_max_path_buffers: 2
  cts_hold_buffers: 0
  post_cts_buffers: 0
hold_path:
  min_path_type: "input pin to register"
[final cells by class]
cell class / count / share of cell area (%)
clock buffers: 4 / 4.192
inverters: 2 / 1.198
multi-input cells: 21 / 24.15
flip-flops and latches: 9 / 29.14
well taps: 46 / 9.182
repair buffers: 24 / 32.14
[metrics by stage]
stage	total power, mW	area (µm²)	hold slack [ns]	std cells	TNS, ns
finish	0.6777	626.9	0.4115	106	0
global route	0.7365	626.9	0.4090	106	0
CTS	0.6942	626.9	0.4040	106	0
detailed placement	0.4692	614.3	0.8654	102	-2.796
global placement	0.4677	614.3	0.8791	102	-2.796
floorplan	0.3840	357.8	0.3159	35	0
[cells in the mapped netlist]
cell type,number,area (µm²)
a211oi_1,1,7.510
ha_1,4,50.05
buf_4,2,15.01
nor2b_1,1,6.260
nor2_1,2,7.510
o21bai_1,2,15.01
and2_2,1,7.510
nand2_1,1,3.750
or4_1,1,7.510
a21oi_1,3,15.01
and2_1,1,6.260
inv_1,1,3.750
clkbuf_1,1,3.750
or3_1,1,6.260
nand2b_1,1,6.260
inv_2,1,3.750
dfxtp_1,9,180.2
or2_1,2,12.51
[metal layers]
layer	GRT usage, %	up-vias
met2	3.852	12
met1	2.069	117
li1	-	161
met5	0	-
met3	1.250	2
met4	0.8803	0
[logic make-up (layout without fill, tap and decap cells)]
logic type,after synthesis,count (layout),synth area share [%]
adder cells (fa/ha/maj),4,4,13.99
AND/OR/NAND/NOR,11,11,17.84
flip-flops,9,9,50.35
AND-OR/OR-AND,6,6,10.49
buffers and inverters,5,30,7.338
[worst min-delay path by stage]
stage	startpoint	to	slack [ns]	cells past startpoint
6_report	addr[1]	data_out[8]	0.41	3
5_1_grt	addr[1]	data_out[8]	0.41	3
4_1_cts	addr[1]	data_out[8]	0.40	3
[cell usage in the layout, fill, tap and decap left out, drive strengths merged]
| master | count |
|---|---|
| a211oi | 1 |
| a21oi | 3 |
| and2 | 2 |
| buf | 9 |
| clkbuf | 4 |
| clkdlybuf4s50 | 2 |
| dfxtp | 9 |
| dlygate4sd2 | 13 |
| ha | 4 |
| inv | 2 |
| nand2 | 1 |
| nand2b | 1 |
| nor2 | 2 |
| nor2b | 1 |
| o21bai | 2 |
| or2 | 2 |
| or3 | 1 |
| or4 | 1 |
[power groups by stage]
stage     Sequential, mW  Combinational (mW)  Clock [mW]
5_1_grt            0.348               0.111       0.277
4_1_cts            0.347               0.100       0.247
6_report           0.347              0.0973       0.234
No activity file was given, so power comes from the tool's default toggle rates.
