File: flow/run.sh
#!/bin/bash
# OpenROAD 26Q1-2900-gdf79404cd8, Yosys 0.63+post, stock flow scripts
make -C /OpenROAD-flow-scripts/flow DESIGN_CONFIG=/design/flow/config.mk WORK_HOME=/design/flow/orfs finish
File: flow/config.mk
export PLATFORM = sky130hd
export DESIGN_NAME = rom2
export DESIGN_NICKNAME = rom2
export VERILOG_FILES = /design/flow/design.v
export SDC_FILE = /design/flow/constraint.sdc
export NUM_CORES = 4
export LEC_CHECK = 1
export CORE_AREA = 10 10 70 70
export DIE_AREA = 0 0 80 80
File: flow/constraint.sdc
current_design rom2

set clk_period 1.0
set clk_io_pct 0.2

create_clock -name clk0 -period $clk_period [get_ports {clk}]

set non_clock_inputs [all_inputs -no_clocks]
set_input_delay [expr $clk_period * $clk_io_pct] -clock clk0 $non_clock_inputs
set_output_delay [expr $clk_period * $clk_io_pct] -clock clk0 [all_outputs]
File: flow/design.v
module rom2(clk,addr,data_out);
input clk;
input [3:0] addr;
output reg [10:0] data_out;
always @(posedge clk) 
	case(addr)
		4'b0000: data_out=11'b00000000000;
		4'b0001: data_out=11'b00000100000;
		4'b0010: data_out=11'b00000100000;
		4'b0011: data_out=11'b00001000000;
		4'b0100: data_out=11'b00000100000;
		4'b0101: data_out=11'b00001000000; 
		4'b0110: data_out=11'b00001000000;
		4'b0111: data_out=11'b00001100000;
		4'b1000: data_out=11'b00000100000; 
		4'b1001: data_out=11'b00001000000;
		4'b1010: data_out=11'b00001000000;
		4'b1011: data_out=11'b00001100000;
		4'b1100: data_out=11'b00001000000;
		4'b1101: data_out=11'b00001100000;
		4'b1110: data_out=11'b00001100000;
		4'b1111: data_out=11'b00010000000;
		default: data_out=11'b00000000000;
	endcase 
endmodule 
==> qor.yml <==
status: "finished clean"
p_leak_nw: 0.1788
syn_avg_cell_area_sq_um: 8.959
startpoint_type: "register"
netlist_instances: 25
ys.warnings.count: 1
hold_start: "addr[3]"
die_w_microns: 80
routed_wl_microns: 451
place_ws_ns: -0.4265
max_cap_violations: 0
clkTransAtPathRegs_ns: 0.04
combPwrFrac: 0.191
min_path_type: "in -> reg"
grt_usage: 0.01226
synth.distinct_cells: 10
cts_buffer_depth: 2
cts.htree.levels: 1
fin_ws_ns: 0.05817
coreArea_sq_um: 3416
ys_chip_area_sq_um: 224.0
place_area_sq_um: 332.8
io_buffer_count: 7
rsz0062_at_grt: "false"
switching_share: 0.2268
io_pins: 16
largest_reg_flops: 3
hold-path-endpoint: "data_out[6]$_DFF_P_"
root_buffer: "clkbuf_4"
grt_max_degree: 6
grt-ovfl-total: 0
critPathMaxStageDelay_ns: 0.28
setup_viol: 0
crit_arrival_ns: 0.74
grt_pass1_vias: 189
holdPathStages: 4
ys_cells: 25
hold_viol_final: 0
final_cell_mix: "conb_1 (8), dlygate4sd2_1 (5), clkbuf_4 (3), dfxtp_1 (3)"
fin_tns_setup_ns: 0
warnings: 27
path_class: "reg -> out"
cts_tree: "built"
crit_path_top_delay_cell: "dfxtp_1"
required_ns: 0.80
die_area_sq_um: 6400
via_per_inst: 2.048
area_delta_synth_final_pct: 67.60
crit_path_end_kind: "output port"
stdcell_area_sq_um: 375.4
path_cells: "dlygate4sd2_1"
num_rows: 21
post-route-util: 0.1099
hold_ws_ns: 0.4418
max_freq_ghz: 1.062
num_vias: 170
dp_hpwl_microns: 377
period_minus_slack_ns: 0.9418
antenna_found_initial: 0
clkPwrFrac: 0.496
p_int_mw: 0.3366
power.total_mw: 0.4353
route.detailed.drc: 0
worst-path-buf-inv: 1
fin_crit_sh: 0.9418
synth_seq_share: 0.2682
grt_pass1_wl_microns: 669
p_seq_frac: 0.313
floorplanUtilization: 0.06557
power_density_nw_per_um2: 1160
drt_iter0_drc: 0
drtPass1Iterations: 1
ir_drop_mv: 0.1359
cts_buffers: 3
ant_nets: 0
antenna_cells: 0
clkSinkCount: 3
layout_top_cell: "conb_1"
syn-cell-area_sq_um: 224.0
dieHeight_microns: 80
p_sw_mw: 0.09875
cp_max_fo: 1
gp_congestion: 0.6322
maxSlewViolCount: 0
dp.cells: 79
synth-seq-cells: 3
stdcell_count: 83
routedWlPerCell_microns: 5.434
crit_family: "flip-flops"
drive_gt1_frac: 0.2703
-- routing by layer --
metal | vias up | track usage | part of all wire
li1 | 86 | - | -
met1 | 71 | 0.01061 | 0.33
met2 | 11 | 0.02087 | 0.50
met3 | 2 | 0.007955 | 0.14
met4 | 0 | 0.007042 | 0.031
met5 | - | 0 | 0
-- power by group through the flow --
stage	Clock [mW]	Sequential (mW)	Combinational, mW
4_1_cts	0.228	0.136	0.0865
5_1_grt	0.234	0.137	0.0971
6_report	0.216	0.136	0.0831
-- worst max-delay path by stage --
stage                  startpoint             endpoint  slack [ns]  cells after the start
CTS                       addr[3]  data_out[6]$_DFF_P_        0.01                      4
finish        data_out[5]$_DFF_P_          data_out[5]        0.06                      1
global route  data_out[5]$_DFF_P_          data_out[5]        0.02                      1
-- Yosys cell counts (all sizes together) --
cell type,n,area (sq um)
conb,1,3.750
xnor2,2,17.52
mux2i,1,10.01
and4,1,10.01
o21ai,2,10.01
inv,2,7.510
buf,8,60.06
ha,3,37.54
nand2,2,7.510
dfxtp,3,60.06
-- cells by family (layout without fill, tap and decap cells) --
logic type / count (synthesis) / count (layout) / synth area share
xor gates and xnor gates: 2 / 2 / 0.07823
DFF: 3 / 3 / 0.2682
muxes: 1 / 1 / 0.04469
buffers and inverters: 10 / 15 / 0.3017
and+or+nand+nor: 3 / 3 / 0.07823
AOI/OAI and AO/OA: 2 / 2 / 0.04469
adders and majority gates: 3 / 3 / 0.1676
other: 1 / 8 / 0.01674
-- what timing repair did --
item,CTS,global route
cloned,0,0
buffers inserted,0,0
hold buffers,0,0
resized,9,1
setup endpoints to repair,5,1
-- cell type report --
type | count | area, sq um
timing repair buffer | 9 | 81.33
clock buffer | 4 | 26.28
multi-input combinational | 19 | 142.6
fill | 403 | 3040
tap | 46 | 57.56
sequential | 3 | 60.06
inverter | 2 | 7.507
Power figures rest on the tool's default switching activity, not on a simulated workload.
